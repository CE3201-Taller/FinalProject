===== /design/flow/config.mk =====
export PLATFORM = sky130hd
export DESIGN_NAME = mux_eight
export DESIGN_NICKNAME = mux_eight
export VERILOG_FILES = /design/flow/design.v
export SDC_FILE = /design/flow/constraint.sdc
export NUM_CORES = 4
export LEC_CHECK = 1
export CORE_AREA = 10 10 78 78
export DIE_AREA = 0 0 88 88

===== /design/flow/constraint.sdc =====
current_design mux_eight

set clk_period 1.9
set clk_io_pct 0.2

create_clock -name clk0 -period $clk_period

set non_clock_inputs [all_inputs -no_clocks]
set_input_delay [expr $clk_period * $clk_io_pct] -clock clk0 $non_clock_inputs
set_output_delay [expr $clk_period * $clk_io_pct] -clock clk0 [all_outputs]

===== /design/flow/design.v =====
module mux2 #(WIDTH = 8)
(
     input logic[WIDTH-1:0] bus_a_i, bus_b_i,
     input logic            select_i,
    output logic[WIDTH-1:0] bus_o
);
    assign bus_o = select_i ? bus_b_i : bus_a_i;
endmodule
module mux_eight #(WIDTH = 8)
(
     input logic [WIDTH-1:0] bus_a_i, bus_b_i, bus_c_i, bus_d_i, 
     input logic [WIDTH-1:0] bus_e_i, bus_f_i, bus_g_i, bus_h_i,
     input logic [2:0]      select_i,
    output logic [WIDTH-1:0] bus_o);
    logic[WIDTH-1:0]  stage_1_1_out, stage_1_2_out;
    mux_four #(WIDTH) stage_1_1(bus_a_i, bus_b_i, bus_c_i, bus_d_i, select_i[1:0], stage_1_1_out);
    mux_four #(WIDTH) stage_1_2(bus_e_i, bus_f_i, bus_g_i, bus_h_i, select_i[1:0], stage_1_2_out);
    mux2     #(WIDTH) stage_2_0(stage_1_1_out, stage_1_2_out, select_i[2], bus_o);
endmodule
module mux_four #(WIDTH = 8)
(
     input logic [WIDTH-1:0] bus_a_i, bus_b_i, bus_c_i, bus_d_i,
     input logic [1:0]      select_i,
    output logic [WIDTH-1:0] bus_o
);
    logic[WIDTH-1:0] stage_1_1_out, stage_1_2_out;
    mux2 #(WIDTH) stage_1_1(bus_a_i, bus_b_i, select_i[0], stage_1_1_out);
    mux2 #(WIDTH) stage_1_2(bus_c_i, bus_d_i, select_i[0], stage_1_2_out);
    mux2 #(WIDTH) stage_2_0(stage_1_1_out, stage_1_2_out, select_i[1], bus_o);
endmodule

===== /design/flow/run.sh =====
#!/bin/bash
# OpenROAD 26Q1-2900-gdf79404cd8, Yosys 0.63+post, stock flow scripts
make -C /OpenROAD-flow-scripts/flow DESIGN_CONFIG=/design/flow/config.mk WORK_HOME=/design/flow/orfs finish

==> summary.txt <==
max cap viols - 0
Boundary Pins - 75
Fmax - 0.5375 GHz
crit path kind - input port to output port
total global routing overflow - 0
count of tool warnings - 33
CLK BUF - 0
Flop Count - 0
Placement Rows - 24
area leader, netlist - mux4_1
fin area - 0.001316 mm2
initial antenna violation count - 0
vias - 625
routability cong. - 0.7063
worst min path class - input port to output port
n_diodes - 0
crit path max fanout - 8
min cycle time layout - 1.860 ns
ys cells - 29
Final HPWL DP - 2483 um
Worst setup SP type - input port
Worst EP required - 1.52 ns
vias per cell - 3.981
Internal - 205.3 uW
# setup viols final - 0
sequential standard cell area - 0 um2
worst slew pin tran - 0.1529 ns
IO buf count - 75
synthesized area - 550.5 um2
share of power burned in registers - 0
worst relative slew slack - 0.8985
Leakage Power - 0.0006129 uW
placed cells - 156
Top area cell types - mux4_1 72%, mux2_2 16%, mux4_2 4.1%
first-pass iteration count of the detailed router - 4
Peak VDD IR - 0.06096 mV
syn_area_per_cell - 18.98 um2
Initial Util - 0.1247
Die Ht - 88 um
Synth cell types - 8
Final Hold Viols - 0
Clk network pwr share - 0
layout cells sized above 1 - 0.3810
Synth Seq Share - 0
Yosys top cell by instances - mux4_1
initial DRC count - 24
residual DRC count - 0
vias in the first global route - 795
Routed wire per std cell - 18.76 um
NetSw - 69.41 uW
Synth-to-Final Area Change - 139.1%
yosys stat area - 550.5 um2
Fin Hold WS - 1.376 ns
Placed Area - 0.001373 mm2
cycle use final - 0.9792
Max-area cell share - 0.7159
Ys Warns - 0
Final Non-Filler Cells - 157
first-pass GRT wire length - 4588 um
Sw Share - 0.2527
unrepaired setup endpoints after global routing - yes
pin count of the biggest net entering global routing - 9
CTS Hold Bufs - 0
status - completed
die width - 88 um
final wirelength - 2946 um
setup bufs post-CTS - 0
chip area - 0.007744 mm2
post-route setup TNS - 0 ns
Comb power frac - 1.000
Core Region - 0.004414 mm2
Post-Synthesis Cells - 29
final slew viol count - 0
critical path capture point type - output port
Total GRT Usage - 0.07673
CP arrival - 1.48 ns
power per cell area - 208.7 mW/mm2
list of most frequent post-synthesis cells - 15 x mux4_1, 8 x mux2_2
Final ANT Viol Nets - 0
Tot Pwr - 274.7 uW
-- power by group through the flow --
| stage | clock network (uW) | registers [uW] | logic, uW |
|---|---|---|---|
| 5_1_grt | 0 | 0 | 295 |
| 4_1_cts | 0 | 0 | 277 |
| 6_report | 0 | 0 | 275 |
-- repair_timing --
| item | in CTS | in global routing |
|---|---|---|
| resized | 131 | 3 |
| cloned | 1 | 0 |
| endpoints found under the setup margin | 8 | 8 |
| pin swaps | 0 | 0 |
-- cells by family (layout without fill, tap and decap cells) --
group                  Yosys count  in the layout  share of synthesized area
muxes                           24             24                     0.9205
buffers and inverters            5             81                    0.07952
-- cell usage in the layout, fill, tap and decap left out, drive strengths merged --
| master | n |
|---|---|
| clkdlybuf4s15 | 1 |
| buf | 15 |
| dlygate4sd2 | 64 |
| mux4 | 16 |
| clkdlybuf4s50 | 1 |
| mux2 | 8 |
-- final timing paths --
kind | startpoint | end | slack, ns | cells after the start
hold / removal | bus_f_i[4] | bus_o[4] | 1.38 | 4
setup / recovery | select_i[0] | bus_o[7] | 0.04 | 5
-- cell type report --
type | count | area, um2
fillers | 474 | 3098
well taps | 52 | 65.06
repair buffers | 81 | 770.7
multi-input cells | 24 | 480.5
-- worst max-delay path: stages --
cell and delay (ns):
buf_8 0.08, buf_12 0.13, mux4_2 0.50, mux2_4 0.27, buf_2 0.11
-- routing by layer --
layer / GRT usage / wire length (um) / up-vias
met1: 0.09735 / 1161 / 291
met2: 0.1283 / 1490 / 42
met4: 0 / 0 / 0
met3: 0.03087 / 294 / 0
met5: 0 / 0 / -
li1: - / - / 292
-- stage by stage --
stage	setup slack [ns]	utilization
floorplan	0.1302	-
global placement	-0.8059	0.3109
detailed placement	-0.8056	0.3109
CTS	0.009875	0.2951
global route	0.0002640	0.2982
finish	0.03951	0.2982
Power is estimated from default activity; no workload was simulated.
