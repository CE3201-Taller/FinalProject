==> flow/design.v <==
module ram #(parameter ADDR_WIDTH = 6, 
             parameter DATA_WIDTH = 32)
(
	 input logic                  clk_i, w_ena_i,
	 input logic [ADDR_WIDTH-1:0] w_addr_i, r_addr_i,
	 input logic [DATA_WIDTH-1:0] bus_data_i,
	output logic [DATA_WIDTH-1:0] bus_data_o
);
  logic [DATA_WIDTH-1:0] mem [2**ADDR_WIDTH-1:0];
  always_ff @(posedge clk_i)
    if(w_ena_i) mem[w_addr_i] <= bus_data_i;
  assign bus_data_o = mem[r_addr_i];
endmodule
==> flow/run.sh <==
#!/bin/bash
# OpenROAD 26Q1-2900-gdf79404cd8, Yosys 0.63+post, stock flow scripts
make -C /OpenROAD-flow-scripts/flow DESIGN_CONFIG=/design/flow/config.mk WORK_HOME=/design/flow/orfs finish
==> flow/config.mk <==
export PLATFORM = sky130hd
export DESIGN_NAME = ram
export DESIGN_NICKNAME = ram
export VERILOG_FILES = /design/flow/design.v
export SDC_FILE = /design/flow/constraint.sdc
export NUM_CORES = 4
export LEC_CHECK = 1
export CORE_UTILIZATION = 30
==> flow/constraint.sdc <==
current_design ram

set clk_period 12.6
set clk_io_pct 0.2

create_clock -name clk0 -period $clk_period [get_ports {clk_i}]

set non_clock_inputs [all_inputs -no_clocks]
set_input_delay [expr $clk_period * $clk_io_pct] -clock clk0 $non_clock_inputs
set_output_delay [expr $clk_period * $clk_io_pct] -clock clk0 [all_outputs]
==> metrics.csv <==
metric,value,unit
initial DRC count,2196,
Complex Gates by Area,1.69,%
Placer Congestion,0.835,
H-tree levels,4,
ys async rst share,0,%
core area,257000,µm²
Die Ht,511,µm
Initial Utilization,30.3,%
number of max-cap violations,0,
internal power,11.1,mW
Fin. Hold Viols,0,
"Cell Area, Synth",77900,µm²
number of global-route vias before repair,39700,
"Reg clk slew, reported paths",0.06,ns
Vias per Instance,5.05,
RSZ-0062 raised after global routing,no,
Mapped Cells,3292,
cycle use final,70.5,%
Reg area,61500,µm²
post-CTS sizing,0,
MUX area fraction,16.9,%
initial antenna violation count,12,
combinational share of power,5.0,%
First-pass DRT Iterations,5,
Post-Layout Cell Count,7092,
"Seq/Total Area, Yosys",79.0,%
Least-Margin Pin Slew,0.890,ns
# hold bufs at CTS,0,
top_reg_cell synth,edfxtp_1,
DP Area,83600,µm²
CTS Sinks,2048,
I/O Pins,78,
status,completed,
post-placement cell count,6722,
"XOR-XNOR Cells, Area Fraction",0,%
"flops & latches, synth",2048,
Yosys Chip Area,77900,µm²
"Setup Fix Bufs, Post-CTS",0,
CP startpoint,r_addr_i[2],
PwrDens,157,nW/µm²
hpwl dp,108000,µm
yosys cell count,3292,
worst vdd ir,0.150,mV
CTS Buf Count,201,
Adders+Majority by Area,0,%
Sw Share,20.9,%
layout cells sized above 1,29.1,%
endpoint type of the worst setup path,output port,
sum of negative setup slack,0,ns
Top non-seq family,multiplexers,
Synthesis Warnings,1,
most numerous logic cells after layout,"2048 x edfxtp_1, 544 x mux4_2, 203 x clkbuf_16",
Slew HR,40.5,%
Post-synth EDFFs,2048,
final non-filler cell area,90000,µm²
biggest regs,mem: 2048 flops,
Routed Antenna Nets,0,
chip area,262000,µm²
Port Buffer Count,77,
Biggest register,mem,
Final Max Tran Viols,0,
# DRC,0,
Clk pwr share,41.4,%
HP Class,input pin to register,
Chip Width,511,µm
Reg power frac,53.6,%
sw power,2.95,mW
DRT Wirelength,199000,µm
"most common cell after layout, fill and taps aside",edfxtp_1,
post-synth cell types,33,
Final setup viols,0,
CTS tree,done,
min cycle time layout,8.89,ns
total power,14.1,mW
Max Fclk,0.113,GHz
largest net degree at the start of global routing,79,
simple-gate area share of the yosys netlist,1.28,%
area grow syn2layout,15.5,%
crit path kind,input pin to output port,
hold path start,bus_data_i[2],
"Arr. time, crit path",6.37,ns
startpoint types,input pin,
# fillers,23200,
root cell of the clock tree,clkbuf_16,
CP Max Fanout,61,
Row Count,186,
Routed WL per cell,28.0,µm
Mapped Avg Cell Area,23.7,µm²
Logic area,16000,µm²
tool warning count,26,
max reg flops,2048,
clk buf depth,3,
static leakage,27.4,nW
gr usage total,16.4,%
total congestion overflow,0,
Crit path required time,10.08,ns
routed via count,35800,
global-route wire length before repair,284000,µm
==> power by group through the flow <==
stage / logic (mW) / registers [mW] / clock network (mW)
4_1_cts: 0.717 / 7.55 / 5.94
5_1_grt: 0.756 / 7.55 / 6.20
6_report: 0.698 / 7.55 / 5.84
==> through the flow <==
step                hold WS (ns)  utilization [%]  setup slack (ns)
floorplan                   2.62                -              5.84
global placement            2.93             32.5              3.47
detailed placement          2.92             32.5              3.50
CTS                         2.02             34.9              3.50
global route                2.07             35.0              3.48
finish                      2.08             35.0              3.71
==> synth_stat cells, types with 3 or more instances <==
master	n	area share, %
a311oi_1	8	0.090
nand2b_1	8	0.064
o22ai_1	84	0.67
nor2_1	137	0.66
nor3_1	7	0.045
o221ai_1	27	0.30
nor2b_1	15	0.12
a22oi_1	12	0.12
a41o_1	4	0.051
clkbuf_1	74	0.36
buf_6	5	0.072
or3b_2	3	0.034
and3_1	4	0.032
a21oi_1	62	0.40
edfxtp_1	2048	79
buf_4	25	0.24
buf_2	57	0.37
nand2_1	26	0.13
o32ai_1	4	0.045
mux4_2	544	16
buf_1	21	0.10
nand3_1	5	0.032
mux2i_1	93	1.2
nand3b_1	5	0.048
or3_1	3	0.024
==> final cells by class <==
class	count	area share [%]
clock inverters	120	1.28
diodes	2	0.00556
well taps	3384	4.71
multi-input cells	1062	17.7
clock buffers	248	5.83
repair buffers	228	2.06
flip-flops and latches	2048	68.4
==> critical path: stages <==
cell and delay (ns):
buf_8 0.46, buf_4 0.69, buf_4 0.65, mux4_2 0.41, mux2i_1 0.18, a21oi_1 0.16
a21oi_1 0.60, nor2_1 0.08, clkdlybuf4s50_1 0.48
==> final timing paths <==
check / depth (start not counted) / slack (ns) / endpoint
worst max-delay path: 9 / 3.71 / bus_data_o[3]
worst min-delay path: 1 / 2.08 / mem[0][2]
==> routing by layer <==
layer	track usage (%)	routed length, µm	up-vias	share of wire [%]
met5	0.438	151	-	0.076
met4	4.00	5750	8	2.9
met3	14.6	38400	308	19
met2	24.3	93200	2654	47
met1	17.3	61300	18200	31
li1	-	-	14700	-
==> kinds of logic after synthesis <==
kind of cell / Yosys count
AOI/OAI and AO/OA: 202
buffers and inverters: 182
and+or+nand+nor: 223
muxes: 637
DFF: 2048
Power figures rest on the tool's default switching activity, not on a simulated workload.
